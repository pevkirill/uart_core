### design/flow/design.v
module slave_mm (
	input              clk_i          ,  
	input              arst_n_i       ,  
	input  logic [3:0] avs_address_i  ,
	input  logic       avs_read_i     ,
	input  logic       avs_write_i    ,
	input  logic       ready          ,
	input  logic [7:0] avs_writedata_i,
	output logic [7:0] avs_readdata_o ,
	output logic [7:0] data_o         ,
	output logic       valid          ,
	input  logic [7:0] data_i		  
);
logic [7:0] reg_slave_0;
logic [7:0] reg_slave_1;
logic [7:0] reg_slave_2;
logic [7:0] reg_slave_3;
assign valid  = (avs_address_i == 4'h0 && avs_write_i && ready) ? 1'b1 : 1'b0;
assign data_o = avs_writedata_i;
always @(posedge clk_i or negedge arst_n_i)
	begin
		if (~arst_n_i) begin
			reg_slave_0 <= '0;
			reg_slave_1 <= '0;
			reg_slave_2 <= '0;
			reg_slave_3 <= '0;
		end
		else if (avs_write_i) begin
			case (avs_address_i)
				4'd0 : reg_slave_0   <= avs_writedata_i;
				4'd1 : reg_slave_1   <= avs_writedata_i;
				4'd2 : reg_slave_2   <= avs_writedata_i;
				4'd3 : reg_slave_3   <= avs_writedata_i;
				default : begin
					reg_slave_0 <= reg_slave_0;
					reg_slave_1 <= reg_slave_1;
					reg_slave_2 <= reg_slave_2;
					reg_slave_3 <= reg_slave_3;
				end
			endcase  
		end
	end
always @(posedge clk_i or negedge arst_n_i)
	begin
		if (~arst_n_i) avs_readdata_o <= '0;
		else if (avs_read_i) begin
			case (avs_address_i)
				4'd0 : avs_readdata_o  <= reg_slave_0;
				4'd1 : avs_readdata_o  <= {{7{1'b0}}, ready};
				4'd2 : avs_readdata_o  <= data_i;
				4'd3 : avs_readdata_o  <= reg_slave_3;
				default : begin
					avs_readdata_o <= avs_readdata_o;
				end
			endcase
		end
	end
endmodule
### design/flow/run.sh
#!/bin/bash
# OpenROAD 26Q1-2900-gdf79404cd8, Yosys 0.63+post, stock flow scripts
make -C /OpenROAD-flow-scripts/flow DESIGN_CONFIG=/design/flow/config.mk WORK_HOME=/design/flow/orfs finish
### design/flow/config.mk
export PLATFORM = sky130hd
export DESIGN_NAME = slave_mm
export DESIGN_NICKNAME = slave_mm
export VERILOG_FILES = /design/flow/design.v
export SDC_FILE = /design/flow/constraint.sdc
export NUM_CORES = 4
export LEC_CHECK = 1
export CORE_AREA = 10 10 99 99
export DIE_AREA = 0 0 109 109
export SYNTH_HDL_FRONTEND = slang
### design/flow/constraint.sdc
current_design slave_mm

set clk_period 1.3
set clk_io_pct 0.2

create_clock -name clk0 -period $clk_period [get_ports {clk_i}]

set non_clock_inputs [all_inputs -no_clocks]
set_input_delay [expr $clk_period * $clk_io_pct] -clock clk0 $non_clock_inputs
set_output_delay [expr $clk_period * $clk_io_pct] -clock clk0 [all_outputs]
==> qor.yml <==
die:
  chipArea_um2: 11880
  io_pins: 42
  rows: 32
  core_um2: 7727
  floorplan.core_util_pct: 15.07
  die_w_um: 109
  die_h_um: 109
power_and_ir_drop:
  leakagePower_nw: 0.8437
  p_per_area_nw_per_um2: 1085
  peakVddDrop_v: 0.0004437
place:
  globalplace.congestion: 0.7181
  place_area_um2: 1775
  numPortBuffers: 41
  post-dp-hpwl_um: 2487
  placed_cells: 240
  pre_cts_ws_ns: -0.5451
worst_setup_path:
  worstReg2RegEnd: "avs_readdata_o[0]"
  crit_path_top_delay_cell: "mux2_4"
  cp_common_cell: "buf_4"
  start_kind: "input port"
  path_cells: "dlygate4sd2_1 > nor2_2 > buf_4 > buf_4 > nand4_4 > buf_6 > mux2_4"
  cp-end-kind: "flip-flop"
  reg2reg_from: "reg_slave_3[0]"
  cp_slowest_stage_delay_ns: 0.29
  crit_required_ns: 1.45
  cp.arrival_ns: 1.38
  ff2ff_setup_slack_ns: 0.09
  path_class: "in -> reg"
  critPathMaxFanout: 6
  reg2reg_depth: 2
clock_tree:
  clock_latency_ns: 0.26
  htree_levels: 1
  cts_buffer_depth: 2
  numCtsBuffers: 3
  clock-sinks: 24
  cts_tree: "built"
  ctsRootBufferMaster: "clkbuf_8"
  path_clk_slew_ns: 0.08
  ctsHoldBuffers: 0
global_route:
  grt_overflow: 0
  grt_start_max_net_pins: 25
  first_global_vias: 884
  grt_usage_pct: 5.227
  antenna_found_initial: 0
  grt_pass1_wl_um: 4795
run_status:
  status: "finished clean"
sta:
  period_needed_ns: 1.230
  max_freq_mhz: 813.2
  tightest_slew_ns: 0.2432
  hold_violations: 0
  rsz0062_at_grt: "false"
  finalMaxSlewViolations: 0
  setup_viol: 0
  slew_headroom_pct: 83.79
  finalCritPeriodShare_pct: 94.59
  finalClockSkew_ns: 0.003997
  setup_slack_ns: 0.07036
finish:
  layout-drive-gt1-share_pct: 42.07
  fill_cells: 833
  fin_cells: 247
  syn2layout_area_growth_pct: 58.75
  stdcell_area_um2: 1849
  flop_area_um2: 600.6
  final_util_pct: 23.93
  combGateArea_um2: 490.5
run:
  maxCapViolCount: 0
  openroad.warnings: 25
hold_path:
  hp-class: "in -> async"
synth:
  synth.avg_cell_area_um2: 13.09
  yosysUniqueCellTypes: 14
  ys_seq_elements: 24
  synth.cell_area_um2: 1165
  synthArstFlopShare_pct: 100.0
  edf_count: 0
  common_cells: "dfrtp_1, mux2_2, buf_4"
  ys_chip_area_um2: 1165
  ys_seq_share_pct: 51.56
  ff_type: "dfrtp_1"
  syn_inst: 89
  yosysTopAreaCell: "dfrtp_1"
  area_leaders: "dfrtp_1, mux2_2, buf_4, mux2i_1, nand3_1"
  ys_cells: 89
  yosys_warnings: 0
  yosys.area.top_type_share_pct: 51.56
routing:
  drt_iter0_drc: 21
  wire_per_inst_um: 12.38
  vias: 841
  first_pass_iters: 4
  wl_um: 3057
  antenna_cells: 0
  drc: 0
  ant_nets: 0
  routed_via_density: 3.405
## worst max-delay path: cells and delay by family
kind | cells | cell delay [ns]
buffers and inverters | 4 | 0.63
multiplexers | 1 | 0.29
AND/OR/NAND/NOR | 2 | 0.21
## cell usage in the layout, fill, tap and decap left out
cell type        instances
buf_12                   1
buf_4                   20
buf_6                    2
clkbuf_2                 2
clkbuf_8                 4
clkdlybuf4s15_2          2
clkdlybuf4s50_1         18
dfrtp_1                 24
dlygate4sd2_1           19
inv_1                    1
mux2_2                  23
mux2_4                   1
mux2i_1                  7
mux4_2                   1
nand2_1                  1
nand3_1                  7
nand3_2                  1
nand4_4                  1
nor2_2                   3
o21ai_0                  7
## per-stage QoR
| stage | total power, W | hold WS (ns) | setup TNS, ns |
|---|---|---|---|
| after floorplan | 0.001239 | -0.03559 | 0 |
| after global placement | 0.001563 | 0.4856 | -12.00 |
| after detailed placement | 0.001572 | 0.4934 | -11.99 |
| after CTS | 0.002049 | 0.3358 | 0 |
| after global routing | 0.002135 | 0.3525 | 0 |
| final | 0.002006 | 0.3388 | 0 |
## cells by family (layout without fill, tap and decap cells)
group	after synthesis	in the layout	share of synthesized area (%)
multiplexers	32	32	31.15
flip-flops	24	24	51.56
AND/OR/NAND/NOR	13	13	6.229
buffers and inverters	13	69	8.055
AND-OR/OR-AND	7	7	3.007
## layer usage
| layer | vias to the layer above | wire (µm) | global-route usage [%] |
|---|---|---|---|
| met5 | - | 0 | 0 |
| met4 | 0 | 10 | 0.1883 |
| met3 | 2 | 205 | 1.912 |
| met2 | 22 | 1475 | 8.698 |
| met1 | 387 | 1365 | 6.721 |
| li1 | 430 | - | - |
## worst max path at each step
stage,start,end,slack (ns),cells after the start
4_1_cts,avs_address_i[2],valid,0.007,5
5_1_grt,avs_address_i[2],reg_slave_3[5],0.02,7
6_report,avs_address_i[2],reg_slave_3[5],0.07,7
## timing repair
| item | in CTS | in global routing |
|---|---|---|
| endpoints found under the setup margin | 41 | 1 |
| pin swaps | 4 | 2 |
| buffers inserted | 3 | 0 |
| gates resized | 35 | 3 |
## layout make-up
cell class	count	share of cell area (%)
Sequential cell	24	32.48
Timing Repair Buffer	64	30.92
Multi-Input combinational cell	52	26.52
Tap cell	102	6.901
Clock buffer	4	2.977
Inverter	1	0.2030
## flip-flops by register name, indices dropped and copies added (netlist names)
signal,flops
reg_slave_3,8
avs_readdata_o,8
reg_slave_0,8
## power by group
part	internal, W	switching (W)	total, W
logic	0.000362	0.000150	0.000512
registers	0.000924	0.0000786	0.00100
clock network	0.000270	0.000222	0.000492
Power and IR drop assume default switching activity.
