==> flow/design.v <==
module av_univ_regs #(
    parameter                            DW            = 32                    ,
    parameter                            AW            = 16                    ,
    parameter                            REGS_NUM      = 2                     ,
    parameter bit [REGS_NUM-1:0][DW-1:0] REGS_INIT     = '{default:'0}         ,
    parameter                            BYTES_IN_WORD = DW/8                  ,
    parameter                            BYTES_NUM     = REGS_NUM*BYTES_IN_WORD
) (
    input                               clk_i          ,  
    input                               reset_n_i      ,
    input        [      AW-1:0]         avms_address   ,
    input        [    DW/8-1:0]         avms_byteenable,
    input                               avms_read      ,
    output logic [      DW-1:0]         avms_readdata  ,
    input                               avms_write     ,
    input        [      DW-1:0]         avms_writedata ,
    output logic [REGS_NUM-1:0]         word_valid_wr_o,
    output logic [REGS_NUM-1:0][DW-1:0] mst_word_o     ,
    input  logic [REGS_NUM-1:0][DW-1:0] slv_word_i     ,
    output logic [REGS_NUM-1:0]         word_valid_rd_o
);
    typedef struct packed {
        logic [REGS_NUM-1:0][DW-1:0] regs;
    } regs_words_t;
    typedef logic [7:0] byte_t;
    typedef struct packed {
        byte_t byte_reg;
    } regs_bytes_t;
    regs_bytes_t [BYTES_NUM-1:0] mst_regs_av; 
    logic [BYTES_NUM-1:0] byte_valid_wr; 
    logic [BYTES_IN_WORD-1:0][7:0]avms_writedata_bytes;
    always_comb begin
        for (int unsigned ind_bytes = 0; ind_bytes < BYTES_NUM; ind_bytes++) begin
            byte_valid_wr[ind_bytes] = avms_byteenable[ind_bytes%(BYTES_IN_WORD)] &&
                                    avms_address == (ind_bytes/(BYTES_IN_WORD)) && avms_write ;
        end
    end
    assign avms_writedata_bytes = avms_writedata;
    always_ff @(posedge clk_i or negedge reset_n_i) begin : proc_mst_regs_av
        if(~reset_n_i) begin
            mst_regs_av        <= REGS_INIT;
            word_valid_rd_o    <= '0;
            word_valid_wr_o    <= '0;
        end else begin
            for (int unsigned ind_bytes = 0; ind_bytes < BYTES_NUM; ind_bytes++) begin
                if( byte_valid_wr[ind_bytes] ) begin
                    mst_regs_av[ind_bytes].byte_reg <= avms_writedata_bytes[ind_bytes%(BYTES_IN_WORD)];
                end
            end
            for (int unsigned ind_word = 0; ind_word < REGS_NUM; ind_word++) begin
                if( avms_write && (|avms_byteenable) && avms_address == ind_word) begin
                    word_valid_wr_o[ind_word] <= 1'b1;
                end else begin
                    word_valid_wr_o[ind_word] <= 1'b0;
                end
                if( (|avms_byteenable) && avms_address == ind_word) begin
                    word_valid_rd_o[ind_word] <= 1'b1;
                end else begin
                    word_valid_rd_o[ind_word] <= 1'b0;
                end
            end
        end
    end
    always_ff @(posedge clk_i) begin
        for (int ind_bytes = 0; ind_bytes < BYTES_IN_WORD; ind_bytes++) begin
            if(avms_byteenable[ind_bytes]) begin
                avms_readdata[ind_bytes*8+:8] <= slv_word_i[avms_address][ind_bytes*8 +: 8];
            end else begin
                avms_readdata[ind_bytes*8+:8] <= '0;
            end
        end
    end
    assign mst_word_o = mst_regs_av ;
endmodule
module uart_core #(
    parameter int unsigned CLK_FREQ  = 100_000_000,  
    parameter int unsigned BAUD_RATE = 115_200       
) (
    input               clk_i            ,  
    input               arst_n_i         ,  
    input  logic [ 3:0] avms_address_i   ,
    input  logic [ 3:0] avms_byteenable_i,
    input  logic        avms_read_i      ,
    input  logic        avms_write_i     ,
    input  logic [31:0] avms_writedata_i ,
    output logic [31:0] avms_readdata_o  ,
    output logic        uart_txd_o       ,
    input  logic        uart_rxd_i       ,
    output logic        IRQ_event
);
    localparam LENGTH_BAUD      = (CLK_FREQ / BAUD_RATE) - 1     ; 
    localparam LENGTH_BAUD_HALF = (CLK_FREQ / BAUD_RATE) / 2 - 1 ;
logic [7:0] data_TxD;
logic [7:0] data_RxD;
logic       valid   ;
logic       ready   ;
logic       enable  ;
logic                           shift_data;
logic [$clog2(LENGTH_BAUD):0]   cnt_bound ;
logic [                  3:0]   cnt_bit   ;
logic                           busy      ;
logic [3:0][31:0] read_regs    ;
logic [3:0][31:0] write_regs   ;
logic [3:0]       word_valid_rd;
assign valid = (avms_write_i && avms_address_i == 4'd0 && ready) ? 1'b1 : 1'b0;
always @(posedge clk_i)
    begin
        read_regs[0] <= {24'd0, data_TxD};
        read_regs[1] <= {30'd0, busy, ready};
        read_regs[2] <= {24'd0, data_RxD};
        read_regs[3] <= '0;
    end
always_ff @(posedge clk_i or negedge arst_n_i) begin : proc_data_TxD
    if(~arst_n_i) begin
        data_TxD <= '0;
    end else if(avms_write_i && avms_address_i == 4'd0) begin
        data_TxD <= write_regs[0][7:0];
    end
end
always_ff @(posedge clk_i or negedge arst_n_i) begin : proc_IRQ_event
    if(~arst_n_i) begin
        IRQ_event <= '0;
    end else if (word_valid_rd == 4'h4) begin
        IRQ_event <= '0;
    end else if (shift_data && ~uart_rxd_i) begin 
        IRQ_event <= '1;
    end
end
always_ff @(posedge clk_i or negedge arst_n_i) begin : proc_shift_data
    if(~arst_n_i) begin
        shift_data <= 0;
    end else begin
        shift_data <= uart_rxd_i;
    end
end
always_ff @(posedge clk_i or negedge arst_n_i) begin : proc_cnt_bound
    if(~arst_n_i) begin
        cnt_bound <= '0;
    end else if(shift_data && ~uart_rxd_i) begin
        cnt_bound <= '0;
    end else if(busy && cnt_bound < LENGTH_BAUD_HALF) begin
        cnt_bound <= cnt_bound + 1'b1;
    end else if(cnt_bit == 4'd9) begin
        cnt_bound <= cnt_bound;
    end else if(cnt_bound == LENGTH_BAUD) begin
        cnt_bound <= '0;
    end else begin
        cnt_bound <= cnt_bound + 1'b1;
    end
end
always_ff @(posedge clk_i or negedge arst_n_i) begin : proc_cnt_bit
    if(~arst_n_i) begin
        cnt_bit <= 4'd9;
    end else if(shift_data && ~uart_rxd_i && ~busy) begin
        cnt_bit <= '0;
    end else if(cnt_bit == 4'd9) begin
        cnt_bit <= cnt_bit;
    end else if(cnt_bound == LENGTH_BAUD) begin
        cnt_bit <= cnt_bit + 1'b1;
    end 
end
always_ff @(posedge clk_i or negedge arst_n_i) begin : proc_busy
    if(~arst_n_i) begin
        busy <= 0;
    end else if(cnt_bit == 4'd9 && cnt_bound == LENGTH_BAUD_HALF - 1) begin
        busy <= '0;
    end else if(cnt_bit == 4'd0) begin
        busy <= '1;
    end
end
uart_txd #(.CLOCK_FREQUENCY  (CLK_FREQ ),
           .BAUD_RATE        (BAUD_RATE))
                              uart_txd_inst
(
    .clk                      (clk_i       ),
    .rst_n                    (arst_n_i    ),
    .d                        (data_TxD    ),
    .ena                      (valid       ),
    .txd                      (uart_txd_o  ),
    .ready                    (ready       )
);
uart_rxd #(.CLOCK_FREQUENCY  (CLK_FREQ ),
           .BAUD_RATE        (BAUD_RATE))
                              uart_rxd_inst
(
    .clk                      (clk_i      ),
    .rst_n                    (arst_n_i   ),
    .rxd                      (uart_rxd_i ),
    .ena_rxd                  (enable     ),
    .data_o                   (data_RxD   )
);
av_univ_regs #(
    .DW      (32),
    .AW      (4 ),
    .REGS_NUM(4 )
) av_univ_regs_inst (
    .clk_i          (clk_i            ),
    .reset_n_i      (arst_n_i         ),
    .avms_address   (avms_address_i   ),
    .avms_byteenable(avms_byteenable_i),
    .avms_read      (avms_read_i      ),
    .avms_readdata  (avms_readdata_o  ),
    .avms_write     (avms_write_i     ),
    .avms_writedata (avms_writedata_i ),
    .word_valid_wr_o(                 ),
    .mst_word_o     (write_regs       ),
    .slv_word_i     (read_regs        ),
    .word_valid_rd_o(word_valid_rd    )
);
endmodule
module uart_rxd (
	input        rxd    ,  
	input        clk    ,  
	input        rst_n  ,  
	output       ena_rxd,  
	output [7:0] data_o    
);
	parameter 	CLOCK_FREQUENCY = 100_000_000,		 
		BAUD_RATE = 115200;					 
	localparam LENGTH_BAUD      = (CLOCK_FREQUENCY / BAUD_RATE)    ;
	localparam LENGTH_BAUD_HALF = (CLOCK_FREQUENCY / BAUD_RATE) / 2;
	reg [                         7:0] shift_data ;  
	reg                                shift_rxd  ;  
	reg [     $clog2(LENGTH_BAUD)-1:0] count_baund;  
	reg [                         3:0] count_bit  ;  
	reg                                load       ;  
	reg [$clog2(LENGTH_BAUD_HALF)-1:0] count_half ;
	always @(posedge clk or negedge rst_n)
		begin
			if (~rst_n) 														shift_data <= 8'b1111_1111;					 
			else if (rxd == 1'b0 && shift_rxd == 1'b1 && count_bit == 4'd0)		shift_data <= {1'b0, rxd};					 
			else if (count_baund == LENGTH_BAUD - 1 && count_bit < 8)			shift_data <= {shift_data[7:0], rxd};		 
			else 																shift_data <= shift_data;					 
		end
	always @(posedge clk or negedge rst_n)
		begin
			if (~rst_n) 			shift_rxd <= 1'b1;		 
			else					shift_rxd <= rxd;			 
		end
	always @(posedge clk or negedge rst_n)
		begin
			if (~rst_n)											count_baund <= LENGTH_BAUD - 1;
			else if (~rxd && shift_rxd)							count_baund <= 9'h0;
			else if (count_bit == 4'd9)							count_baund <= count_baund;
			else if (count_baund == LENGTH_BAUD - 1)			count_baund <= 9'h0;
			else												count_baund <= count_baund + 1'b1;
		end
	always @(posedge clk or negedge rst_n)
		begin
			if(~rst_n) 									 count_half <= LENGTH_BAUD_HALF - 1;
			else if (count_bit == 4'd8) 				 count_half <= '0;
			else if (count_half == LENGTH_BAUD_HALF - 1) count_half <= count_half;
			else 										 count_half <= count_half + 1'b1;
		end
	always @(posedge clk or negedge rst_n)
		begin
			if (~rst_n)												count_bit <= 4'd9;
			else if (~rxd && shift_rxd && ~load)					count_bit <= 4'd0;
			else if (count_bit == 4'd9)								count_bit <= count_bit;
			else if (count_baund == LENGTH_BAUD - 1)				count_bit <= count_bit + 1'b1;
		end
	always @(posedge clk or negedge rst_n)
		begin
			if (~rst_n)					load <= 1'b0;
			else if (ena_rxd) 			load <= 1'b0;
			else if (~rxd && shift_rxd)	load <= 1'b1;
		end
	assign ena_rxd = count_bit == 4'd9 && count_half == LENGTH_BAUD_HALF - 2;
	assign data_o  = shift_data[7:0];		 
endmodule
module uart_txd #(
  parameter CLOCK_FREQUENCY = 100_000_000,
  parameter BAUD_RATE       = 115_200
) (
  input        clk  ,
  input  [7:0] d    ,
  input        ena  ,
  input        rst_n,
  output       txd  ,
  output       ready
);
  localparam DIV         = CLOCK_FREQUENCY/BAUD_RATE;
  reg  [8:0] shift_data                             ;
  reg  [9:0] count_baund                            ;
  reg        shift_ena                              ;
  wire       w_ena                                  ;
  reg  [3:0] count_bit                              ;
  reg        ready_reg                              ;
  always @(posedge clk or negedge rst_n)
    begin
      if (~rst_n)                         shift_data <= 9'b1111_11111;
      else if (ready_reg && w_ena)        shift_data <= {1'b0, d};
      else if(count_baund == DIV - 1)     shift_data <= {shift_data[7:0], 1'b1};
    end
  always @(posedge clk or negedge rst_n)
    begin
      if (~rst_n)                             count_baund <= 9'h0;
      else if (count_baund == DIV - 1)        count_baund <= 9'h0;
      else if (ready_reg && w_ena)            count_baund <= 9'h0;
      else                                    count_baund <= count_baund + 1'b1;
    end
  always @(posedge clk or negedge rst_n)
    begin
      if (~rst_n)   shift_ena <= 1'b0;
      else          shift_ena <= ena;
    end
  always @(posedge clk or negedge rst_n)
    begin
      if      (~rst_n)                        count_bit <= 4'd10;
      else if (ready_reg && w_ena)            count_bit <= 4'd0;
      else if (count_bit == 4'd10)            count_bit <= count_bit;
      else if (count_baund == DIV - 1)        count_bit <= count_bit + 1'b1;
      else                                    count_bit <= count_bit;
    end
  always @(posedge clk or negedge rst_n)
    begin
      if (~rst_n)                      ready_reg <= 1'b0;
      else if (w_ena)                  ready_reg <= 1'b0;
      else if (count_bit == 4'd10)     ready_reg <= 1'b1;
      else                             ready_reg <= ready_reg;
    end
  assign ready   = ready_reg;
  assign w_ena = (shift_ena && ~ena) ? 1'b1 : 1'b0;
  assign txd   = shift_data[8];
endmodule 
==> flow/run.sh <==
#!/bin/bash
# OpenROAD 26Q1-2900-gdf79404cd8, Yosys 0.63+post, stock flow scripts
make -C /OpenROAD-flow-scripts/flow DESIGN_CONFIG=/design/flow/config.mk WORK_HOME=/design/flow/orfs finish
==> flow/config.mk <==
export PLATFORM = sky130hd
export DESIGN_NAME = uart_core
export DESIGN_NICKNAME = uart_core
export VERILOG_FILES = /design/flow/design.v
export SDC_FILE = /design/flow/constraint.sdc
export NUM_CORES = 4
export LEC_CHECK = 1
export CORE_UTILIZATION = 30
export SYNTH_HDL_FRONTEND = slang
==> flow/constraint.sdc <==
current_design uart_core

set clk_period 5.6
set clk_io_pct 0.2

create_clock -name clk0 -period $clk_period [get_ports {clk_i}]

set non_clock_inputs [all_inputs -no_clocks]
set_input_delay [expr $clk_period * $clk_io_pct] -clock clk0 $non_clock_inputs
set_output_delay [expr $clk_period * $clk_io_pct] -clock clk0 [all_outputs]
==> impl_metrics.yaml <==
# flow metrics
status:
  outcome: "complete, no violations"
floorplan:
  io_pins: 79
  initial_core_util: 0.308
  fp.dieH_um: 138
  die-area_um2: 19100
  fp.dieW_um: 138
  core_area_um2: 18000
  rows: 49
detailed_routing:
  drt_wl_total_um: 9880
  via_per_inst: 4.69
  dr.pass1.iters: 5
  num_vias: 3694
  ant_nets: 0
  wl_per_cell_um: 12.5
  drt_iter0_markers: 178
  antenna_cells: 0
  drc: 0
clock_network:
  clock-root-buffer: "clkbuf_16"
  cts.repair.resized: 0
  clock_tree.buffer_depth: 2
  cts_post_setup_buffers_inserted: 0
  clock_latency_ns: 0.41
  hold_buffers: 0
  clock-sinks: 122
  htreeDepth: 4
  path_clk_slew_ns: 0.06
  tritoncts: "built"
  cts_made_buffers: 17
finish:
  post_route_cells_drive_above_1_share: 0.184
  area_delta_synth_final_pct: 19.0
  regMostFlops: "read_regs"
  top_regs: "read_regs: 18 flops, cnt_bound: 11 flops"
  largest_reg_flops: 18
final_timing:
  tightestPinTransition_ns: 0.676
  post-route-min-period_ns: 2.91
  report.final.slew_viol_count: 0
  hold_violations: 0
  max_freq_ghz: 0.343
  rsz0062_at_grt: "no"
  finalClockSkew_ns: 0.00951
  fin_crit_sh: 0.520
  setup_viol: 0
  maxSlewHeadroom: 0.543
  final.setup.tns_ns: 0
synth:
  synth-seq-area-share: 0.534
  ys_cells: 507
  synthTopCellsByCount: "nor2_1, dfrtp_1, dfstp_2, buf_4, dfxtp_1"
  synth.avg_cell_area_um2: 11.0
  synthCells: 507
  ys_area_um2: 5550
  edf_count: 0
  ys.warnings.count: 0
  synth-seq-cells: 122
  top_cell: "nor2_1"
  synthFlopType: "dfrtp_1"
  async_flop_share: 0.787
  synthDistinctLibCells: 66
  syn_area_um2: 5550
  synth_area_leader_cell: "dfrtp_1"
  top_area_frac: 0.275
  topCellsByArea: "dfrtp_1, dfstp_2, dfxtp_1, nor2_1, mux2i_1"
global_routing:
  grt_pass1_vias: 3558
  grt_start_max_net_pins: 50
  grt_pass1_wl_um: 17000
  antenna_found_initial: 0
  grt-ovfl-total: 0
  grt_usage: 0.108
worst_setup_path:
  worstPathArrival_ns: 3.21
  endpoint_kind: "flop"
  crit_path_start: "avms_address_i[1]"
  critPathRequiredTime_ns: 5.90
  reg2reg_to: "uart_rxd_inst.data_o[7]"
  critPathMaxFanout: 12
  regToRegSetupSlack_ns: 3.54
  critPathCapture: "av_univ_regs_inst.mst_word_o[5]"
  r2r_start: "uart_rxd_inst.count_baund[0]"
  reg2regPathDepth: 5
  start_kind: "input port"
  crit_type: "in -> reg"
pwr:
  ir_drop_mv: 0.335
  total_power_uw: 2540
  leakage_uw: 0.00278
  power_density_nw_per_um2: 384
placed_design:
  place_congestion: 0.821
  dp_hpwl_um: 6680
  io_buffers: 29
run:
  warning_count: 58
  cap_violations: 0
hold_path:
  worstHoldStart: "data_TxD[1]"
  hold_class: "reg -> reg"
cell families after synthesis:
group / count (synthesis) / share of synthesized area
other cells: 1 / 0.000675
buf+inv: 59 / 0.0588
fa+ha+maj: 15 / 0.0338
simple gates: 182 / 0.176
mux: 38 / 0.0725
compound gates: 67 / 0.0874
xor+xnor: 23 / 0.0363
flops: 122 / 0.534
layer usage:
metal,vias to the layer above,wire length (um),track usage
li1,1821,-,-
met4,0,167,0.0168
met5,-,0,0
met2,73,4480,0.164
met3,15,370,0.0251
met1,1785,4870,0.165
cells in the final DEF (no fill, tap or decap), types with 6 or more instances in the layout:
master,instances
nor2_1,63
dfrtp_1,61
dfstp_2,35
clkdlybuf4s50_1,28
dfxtp_1,26
nand2_1,25
inv_1,24
conb_1,24
mux2i_1,20
clkbuf_16,19
xnor2_1,17
mux2_2,17
nand3_1,16
o21ai_0,15
ha_1,15
and3_1,10
a21oi_1,10
nor3_1,9
nand4_1,9
a22o_1,9
xor2_1,6
a221o_1,6
critical path: stages:
cell and delay [ns]:
clkdlybuf4s50_1 0.75, nor2_1 0.40, nand4_1 0.49, mux2_2 0.44
power by group:
group	total [uW]	switching (uW)	internal, uW	leakage, uW
Combinational	311	157	153	0.00112
Clock	1080	380	699	0.000298
Sequential	1150	120	1030	0.00136
Total	2540	658	1880	0.00278
metrics by stage:
step	std cells	cell area (um^2)	hold WS [ns]	utilization	setup WS (ns)
2_1_floorplan	530	5640	0.362	-	3.36
3_3_place_gp	756	6010	0.385	0.333	2.28
3_5_place_dp	756	6010	0.384	0.333	2.22
4_1_cts	788	6610	0.399	0.367	2.62
5_1_grt	788	6610	0.404	0.367	2.50
6_report	788	6610	0.394	0.367	2.69
how the worst min path moves through the flow:
stage,end,slack [ns],cells after the start
global route,read_regs[1],0.40,0
CTS,read_regs[7],0.40,0
finish,read_regs[1],0.39,0
final cells by class:
type	instances	area, um^2
clock buffers	24	524
flip-flops and latches	122	2970
repair buffers	32	310
well taps	229	287
multi-input cells	349	2350
clock inverters	8	77.6
inverters	24	90.1
fillers	1703	11400
No activity file was given, so power comes from the tool's default toggle rates.
